## design/flow/run.sh

```bash
#!/bin/bash
# OpenROAD 26Q1-2900-gdf79404cd8, Yosys 0.63+post, stock flow scripts
make -C /OpenROAD-flow-scripts/flow DESIGN_CONFIG=/design/flow/config.mk WORK_HOME=/design/flow/orfs finish
```

## design/flow/config.mk

```make
export PLATFORM = sky130hd
export DESIGN_NAME = mas_ctrl
export DESIGN_NICKNAME = mas_ctrl
export VERILOG_FILES = /design/flow/design.v
export SDC_FILE = /design/flow/constraint.sdc
export NUM_CORES = 4
export LEC_CHECK = 1
export CORE_AREA = 10 10 93 93
export DIE_AREA = 0 0 103 103
```

## design/flow/constraint.sdc

```tcl
current_design mas_ctrl

set clk_period 7.0
set clk_io_pct 0.2

create_clock -name clk0 -period $clk_period [get_ports {clk}]

set non_clock_inputs [all_inputs -no_clocks]
set_input_delay [expr $clk_period * $clk_io_pct] -clock clk0 $non_clock_inputs
set_output_delay [expr $clk_period * $clk_io_pct] -clock clk0 [all_outputs]
```

## design/flow/design.v

```verilog
`timescale 1ns / 1ps
module mas_ctrl(
	input wire clk,
	input wire rst_n,
	input wire [15:0] datain,
	output wire [15:0] dataout,
	input wire wr_n,
	output wire mosi,
	output reg sclk,
	input wire busy,
);
	reg [1:0] state;
	reg [7:0] treg;
	assign mosi = treg[7];
	wire en;
	wire [1:0] div;
	wire spi_busy;
	assign spi_busy = |state;
	assign div  = datain[1:0];
	assign en   = datain[5];
	assign dataout[7:0] = {spi_busy, busy, datain[5:0]};
	assign dataout[15:8] = treg[7:0];
	parameter IDLE = 2'b00;
	parameter LAT  = 2'b10;
	parameter CLK  = 2'b01;
	parameter SHFT = 2'b11;
	reg [2:0] bcnt;
	reg [11:0] clkcnt;
	wire ena;
	assign ena = ~|clkcnt;
	always @(posedge clk)
		if(en & (|clkcnt & |state))
			clkcnt <= clkcnt - 12'h1;
		else
			case (div) // synopsys full_case parallel_case
				2'b00: clkcnt <= 12'h0;    
				2'b01: clkcnt <= 12'h1;    
				2'b10: clkcnt <= 12'h3;    
				2'b11: clkcnt <= 12'h7;    
			endcase	
	reg delay;
	always @(posedge clk or negedge rst_n) begin
		if (~rst_n) begin
			treg <= 8'h00;
			sclk <= 0;
			bcnt <= 3'h7;
			state <= IDLE;
			delay <= 0;
		end else begin
			case (state)
				IDLE: begin
					bcnt <= 3'h7;
					if (en)
						sclk <= 1;
					else
						sclk <= 0;
					delay <= 0;
					if (~wr_n) begin
						state <= LAT;
					end
				end
				LAT: begin
					delay <= 1;
					if (delay) begin
						treg <= datain[15:8];
						state <= CLK;
					end
				end
				CLK: begin
					if (ena) begin
						sclk <= ~ sclk;
						state <= SHFT;
					end
				end
				SHFT: begin
					if (ena) begin
						treg[7:1] <= treg[6:0];
						bcnt <= bcnt - 3'h1;
						if (~|bcnt) begin
							state <= IDLE;
						end else begin
							state <= CLK;
							sclk <= ~sclk;
						end
					end
				end
				default: state <= IDLE;
				endcase
		end
	end
endmodule
```

==> Changelog: implementation <==
### Implementation results

- Status: finished clean
- Yosys adder share: 0.0351
- HPWL Detailed: about 2100 um
- Vias/cell: about 4.3
- MUX area fraction: 0.133
- Simple Share, Synth: 0.161
- Number of iterations in the first detailed-routing pass: 4
- Area of the multi-input gates: 686 um^2
- CTS tree: done
- Post-CTS setup buffers: 0
- Fillers: 717
- CP startpoint kind: input pin
- Number of gates resized after cts: 0
- Wire per inst: 11.5 um
- Final routed DRC violation total: 0
- Tmin final: 3810 ps
- RSZ-0062 raised after global routing: false
- CTS Hold Buffers Added: 0
- Clock Path Buffers: 2
- Vertical die size: 103 um
- Grt total ovfl: 0
- Final setup fails: 0
- Crit path buf inv count: 2
- Worst vdd ir: approximately 0.12 mV
- Top Ports: 38
- Skew final: 1.83 ps
- Setup TNS: 0 ps
- XOR-XNOR Cells, Area Fraction: 0.0307
- Min setup slack post-route: 3190 ps
- CP Cell Sequence: clkdlybuf4s50_1, clkdlybuf4s50_1
- P&R area growth vs syn: 23.0%
- Clock edge transition at the registers on the reported setup and hold paths: 90 ps
- Core Area: about 0.0068 mm^2
- Reg area: approximately 620 um^2
- Most common cell on crit path: clkdlybuf4s50_1
- Most frequent cells in the layout: clkdlybuf4s50_1 (27), mux2_2 (16), nor2_1 (14)
- Synth Flop Type: dfxtp_1
- Crit path kind: in -> out
- Leakage Power: 0.000677 uW
- Routed Antenna Nets: 0
- Post-synthesis cell count: 149
- GRT Total Usage: 0.0520
- Max Freq: 262 MHz
- Die area: 0.0106 mm^2
- Place WS: about 3200 ps
- Global-route wire length before repair: 4510 um
- CP required: 5600 ps
- Async SR Flop Fraction: 0.556
- PortBufs: 27
- Yosys warning count: 3
- Ratio of cells with drive above 1 in the final layout: 0.152
- Num CTS Buffers: 3
- Max-cap violation count: 0
- Final critical-path share of the clock period: 0.545
- CP max-delay cell: clkdlybuf4s50_1
- Unique cell types: 33
- Comb area leader: simple AND/OR/NAND/NOR gates
- Worst slew pin tran: 687 ps
- Flip-flops with a built-in enable: 0
- Std-Cell Rows: 30
- Crit path largest cell delay: 530 ps
- CP Max Fanout: 4
- Total clock sinks: 27
- Post-Syn Area per Cell: approximately 9.6 um^2
- Worst hold path class: reg -> reg
- Late-Pin Clk Latency: between 200 and 300 ps
- Mapped Area: 0.00143 mm^2
- Final Max Tran Viols: 0
- Ant diodes: 0
- Stage-log warning count: 29
- Arrival time at the worst endpoint: 2410 ps
- Compound-Gate Fraction of Synth Area: 0.120
- CTS root buffer: clkbuf_8
- Vias: 1057
- Crit path max-delay family: buffers and inverters
- Synth Register Bits: 27
- H-tree depth: 1
- Initial Utilization: 0.211
- DRT iter0 DRCs: ~52
- Power per cell area: ~450 mW/mm^2
- Initial antenna violation count: 0
- Commonest Layout Cell: clkdlybuf4s50_1
- Die W: 103 um
- Vias in the first global route: between 900 and 1k
- Post-synth seq share: 0.434
- CP endpoint kind: output port
- Largest net degree at the start of global routing: 20
- # Cells Yosys: 149
- Placer congestion estimate: just over 0.8
- YS chip area: roughly 0.0014 mm^2
- Endpoints failing hold: 0
- Max transition margin: 0.538
- WL final: 2810 um
[report_power, final]
part / leakage (uW) / switching, uW / total (uW) / internal (uW)
Combinational: 0.000380 / 174 / 386 / 212
Clock: 0.0000255 / 46.2 / 85.9 / 39.8
Sequential: 0.000271 / 79.5 / 313 / 234
[cell type report]
class,instances,area share
well taps,80,0.0570
multi-input cells,99,0.391
repair buffers,28,0.158
clock buffers,3,0.0235
inverters,7,0.0150
clock inverters,1,0.00285
flip-flops and latches,27,0.353
[logic make-up after synthesis]
family / after synthesis
fa+ha+maj: 4
flops: 27
mux: 17
xor+xnor: 5
compound gates: 26
simple gates: 47
buf+inv: 23
[flip-flops by register name, indices dropped and copies added, names as in the netlist]
name and count:
delay 1, bcnt 3, clkcnt 12, state 2
treg 8, sclk 1
[per-layer routing]
metal / global-route usage / vias up / share of wire
met5: 0 / - / 0
met4: 0.00214 / 0 / 0.0036
met3: 0.0190 / 2 / 0.072
met2: 0.0902 / 23 / 0.47
met1: 0.0634 / 477 / 0.45
li1: - / 555 / -
[cell usage after synthesis (2+ instances only)]
cell	instances	area [um^2]
clkbuf_1	5	18.8
o22ai_1	2	12.5
nand3_1	8	40.0
dfrtp_1	12	300
nand4b_1	2	17.5
nor4_1	3	18.8
xnor2_1	2	17.5
xor2_1	3	26.3
a21oi_1	5	25.0
ha_1	4	50.1
dfxtp_1	12	240
o21ai_0	10	50.1
nor2_1	14	52.6
dfstp_2	3	78.8
buf_4	9	67.6
a32oi_1	3	26.3
or4_1	4	30.0
inv_1	7	26.3
mux2_2	16	180
nand2_1	12	45.0
[per-stage QoR]
step                cells  instance area (um^2)  total power, uW  hold slack (ps)  utilization
detailed placement    241                  1710              710              459        0.253
floorplan             149                  1430              590              439            -
CTS                   245                  1760              802              473        0.260
finish                245                  1760              785              471        0.260
global route          245                  1760              862              518        0.260
global placement      241                  1710              707              456        0.253
[final timing paths]
kind | startpoint | to | slack (ps) | depth (start not counted)
setup / recovery | datain[5] | dataout[5] | 3190 | 2
hold / removal | clkcnt[9]$_SDFF_PN0_ | clkcnt[9]$_SDFF_PN0_ | 470 | 2
setup reg to reg | clkcnt[4]$_SDFF_PN0_ | treg[5]$_DFFE_PN0P_ | 4510 | 4
hold reg to reg | clkcnt[9]$_SDFF_PN0_ | clkcnt[9]$_SDFF_PN0_ | 470 | 2
max in group asynchronous | rst_n | state[1]$_DFFE_PN0P_ | 5030 | 1
min in group asynchronous | rst_n | sclk$_DFFE_PN0P_ | 1540 | 1
Power figures rest on the tool's default switching activity, not on a simulated workload.
